==> design/flow/design.v <==
module neurona_capa_1(
    weight_0, weight_1, weight_2, weight_3, weight_4, weight_5, weight_6, weight_7,
    weight_8, weight_9, weight_10, weight_11, weight_12, weight_13, weight_14, weight_15,
    weight_16, weight_17, weight_18, weight_19, weight_20, weight_21, weight_22, weight_23,
    weight_24, weight_25, weight_26, weight_27, weight_28, weight_29, weight_30, weight_31, weight_32,
    weight_33, weight_34, weight_35, weight_36, weight_37, weight_38, weight_39, weight_40, weight_41,
    weight_42, weight_43, weight_44, weight_45, weight_46, weight_47, weight_48,
    pixel_0, pixel_1, pixel_2, pixel_3, pixel_4, pixel_5, pixel_6, pixel_7,
    pixel_8, pixel_9, pixel_10, pixel_11, pixel_12, pixel_13, pixel_14, pixel_15,
    pixel_16, pixel_17, pixel_18, pixel_19, pixel_20, pixel_21, pixel_22, pixel_23,
    pixel_24, pixel_25, pixel_26, pixel_27, pixel_28, pixel_29, pixel_30, pixel_31,
    pixel_32, pixel_33, pixel_34, pixel_35, pixel_36, pixel_37, pixel_38, pixel_39,
    pixel_40, pixel_41, pixel_42, pixel_43, pixel_44, pixel_45, pixel_46, pixel_47,
    pixel_48, 
    clk, out
);
    input wire pixel_0;
    input wire pixel_1;
    input wire pixel_2;
    input wire pixel_3;
    input wire pixel_4;
    input wire pixel_5;
    input wire pixel_6;
    input wire pixel_7;
    input wire pixel_8;
    input wire pixel_9;
    input wire pixel_10;
    input wire pixel_11;
    input wire pixel_12;
    input wire pixel_13;
    input wire pixel_14;
    input wire pixel_15;
    input wire pixel_16;
    input wire pixel_17;
    input wire pixel_18;
    input wire pixel_19;
    input wire pixel_20;
    input wire pixel_21;
    input wire pixel_22;
    input wire pixel_23;
    input wire pixel_24;
    input wire pixel_25;
    input wire pixel_26;
    input wire pixel_27;
    input wire pixel_28;
    input wire pixel_29;
    input wire pixel_30;
    input wire pixel_31;
    input wire pixel_32;
    input wire pixel_33;
    input wire pixel_34;
    input wire pixel_35;
    input wire pixel_36;
    input wire pixel_37;
    input wire pixel_38;
    input wire pixel_39;
    input wire pixel_40;
    input wire pixel_41;
    input wire pixel_42;
    input wire pixel_43;
    input wire pixel_44;
    input wire pixel_45;
    input wire pixel_46;
    input wire pixel_47;
    input wire pixel_48;
    input wire clk;
    input wire signed [7:0] weight_0;
    input wire signed [7:0] weight_1;
    input wire signed [7:0] weight_2;
    input wire signed [7:0] weight_3;
    input wire signed [7:0] weight_4;
    input wire signed [7:0] weight_5;
    input wire signed [7:0] weight_6;
    input wire signed [7:0] weight_7;
    input wire signed [7:0] weight_8;
    input wire signed [7:0] weight_9;
    input wire signed [7:0] weight_10;
    input wire signed [7:0] weight_11;
    input wire signed [7:0] weight_12;
    input wire signed [7:0] weight_13;
    input wire signed [7:0] weight_14;
    input wire signed [7:0] weight_15;
    input wire signed [7:0] weight_16;
    input wire signed [7:0] weight_17;
    input wire signed [7:0] weight_18;
    input wire signed [7:0] weight_19;
    input wire signed [7:0] weight_20;
    input wire signed [7:0] weight_21;
    input wire signed [7:0] weight_22;
    input wire signed [7:0] weight_23;
    input wire signed [7:0] weight_24;
    input wire signed [7:0] weight_25;
    input wire signed [7:0] weight_26;
    input wire signed [7:0] weight_27;
    input wire signed [7:0] weight_28;
    input wire signed [7:0] weight_29;
    input wire signed [7:0] weight_30;
    input wire signed [7:0] weight_31;
    input wire signed [7:0] weight_32;
    input wire signed [7:0] weight_33;
    input wire signed [7:0] weight_34;
    input wire signed [7:0] weight_35;
    input wire signed [7:0] weight_36;
    input wire signed [7:0] weight_37;
    input wire signed [7:0] weight_38;
    input wire signed [7:0] weight_39;
    input wire signed [7:0] weight_40;
    input wire signed [7:0] weight_41;
    input wire signed [7:0] weight_42;
    input wire signed [7:0] weight_43;
    input wire signed [7:0] weight_44;
    input wire signed [7:0] weight_45;
    input wire signed [7:0] weight_46;
    input wire signed [7:0] weight_47;
    input wire signed [7:0] weight_48;
    output reg signed [7:0] out;
    reg signed [7:0] mul_0;
    reg signed [7:0] mul_1;
    reg signed [7:0] mul_2;
    reg signed [7:0] mul_3;
    reg signed [7:0] mul_4;
    reg signed [7:0] mul_5;
    reg signed [7:0] mul_6;
    reg signed [7:0] mul_7;
    reg signed [7:0] mul_8;
    reg signed [7:0] mul_9;
    reg signed [7:0] mul_10;
    reg signed [7:0] mul_11;
    reg signed [7:0] mul_12;
    reg signed [7:0] mul_13;
    reg signed [7:0] mul_14;
    reg signed [7:0] mul_15;
    reg signed [7:0] mul_16;
    reg signed [7:0] mul_17;
    reg signed [7:0] mul_18;
    reg signed [7:0] mul_19;
    reg signed [7:0] mul_20;
    reg signed [7:0] mul_21;
    reg signed [7:0] mul_22;
    reg signed [7:0] mul_23;
    reg signed [7:0] mul_24;
    reg signed [7:0] mul_25;
    reg signed [7:0] mul_26;
    reg signed [7:0] mul_27;
    reg signed [7:0] mul_28;
    reg signed [7:0] mul_29;
    reg signed [7:0] mul_30;
    reg signed [7:0] mul_31;
    reg signed [7:0] mul_32;
    reg signed [7:0] mul_33;
    reg signed [7:0] mul_34;
    reg signed [7:0] mul_35;
    reg signed [7:0] mul_36;
    reg signed [7:0] mul_37;
    reg signed [7:0] mul_38;
    reg signed [7:0] mul_39;
    reg signed [7:0] mul_40;
    reg signed [7:0] mul_41;
    reg signed [7:0] mul_42;
    reg signed [7:0] mul_43;
    reg signed [7:0] mul_44;
    reg signed [7:0] mul_45;
    reg signed [7:0] mul_46;
    reg signed [7:0] mul_47;
    reg signed [7:0] mul_48;
    always @(posedge clk) begin
        mul_0 <= pixel_0 * weight_0;
        mul_1 <= pixel_1 * weight_1;
        mul_2 <= pixel_2 * weight_2;
        mul_3 <= pixel_3 * weight_3;
        mul_4 <= pixel_4 * weight_4;
        mul_5 <= pixel_5 * weight_5;
        mul_6 <= pixel_6 * weight_6;
        mul_7 <= pixel_7 * weight_7;
        mul_8 <= pixel_8 * weight_8;
        mul_9 <= pixel_9 * weight_9;
        mul_10 <= pixel_10 * weight_10;
        mul_11 <= pixel_11 * weight_11;
        mul_12 <= pixel_12 * weight_12;
        mul_13 <= pixel_13 * weight_13;
        mul_14 <= pixel_14 * weight_14;
        mul_15 <= pixel_15 * weight_15;
        mul_16 <= pixel_16 * weight_16;
        mul_17 <= pixel_17 * weight_17;
        mul_18 <= pixel_18 * weight_18;
        mul_19 <= pixel_19 * weight_19;
        mul_20 <= pixel_20 * weight_20;
        mul_21 <= pixel_21 * weight_21;
        mul_22 <= pixel_22 * weight_22;
        mul_23 <= pixel_23 * weight_23;
        mul_24 <= pixel_24 * weight_24;
        mul_25 <= pixel_25 * weight_25;
        mul_26 <= pixel_26 * weight_26;
        mul_27 <= pixel_27 * weight_27;
        mul_28 <= pixel_28 * weight_28;
        mul_29 <= pixel_29 * weight_29;
        mul_30 <= pixel_30 * weight_30;
        mul_31 <= pixel_31 * weight_31;
        mul_32 <= pixel_32 * weight_32;
        mul_33 <= pixel_33 * weight_33;
        mul_34 <= pixel_34 * weight_34;
        mul_35 <= pixel_35 * weight_35;
        mul_36 <= pixel_36 * weight_36;
        mul_37 <= pixel_37 * weight_37;
        mul_38 <= pixel_38 * weight_38;
        mul_39 <= pixel_39 * weight_39;
        mul_40 <= pixel_40 * weight_40;
        mul_41 <= pixel_41 * weight_41;
        mul_42 <= pixel_42 * weight_42;
        mul_43 <= pixel_43 * weight_43;
        mul_44 <= pixel_44 * weight_44;
        mul_45 <= pixel_45 * weight_45;
        mul_46 <= pixel_46 * weight_46;
        mul_47 <= pixel_47 * weight_47;
        mul_48 <= pixel_48 * weight_48;
        out <= mul_0 + mul_1 + mul_2 + mul_3 + mul_4 + mul_5 + mul_6 + mul_7 + mul_8 + mul_9 + mul_10 + mul_11 + mul_12 + mul_13 + mul_14 + mul_15 + mul_16 + mul_17 + mul_18 + mul_19 + mul_20 + mul_21 + mul_22 + mul_23 + mul_24 + mul_25 + mul_26 + mul_27 + mul_28 + mul_29 + mul_30 + mul_31 + mul_32 + mul_33 + mul_34 + mul_35 + mul_36 + mul_37 + mul_38 + mul_39 + mul_40 + mul_41 + mul_42 + mul_43 + mul_44 + mul_45 + mul_46 + mul_47 + mul_48;
    end
endmodule
==> design/flow/run.sh <==
#!/bin/bash
# OpenROAD 26Q1-2900-gdf79404cd8, Yosys 0.63+post, stock flow scripts
make -C /OpenROAD-flow-scripts/flow DESIGN_CONFIG=/design/flow/config.mk WORK_HOME=/design/flow/orfs finish
==> design/flow/config.mk <==
export PLATFORM = sky130hd
export DESIGN_NAME = neurona_capa_1
export DESIGN_NICKNAME = neurona_capa_1
export VERILOG_FILES = /design/flow/design.v
export SDC_FILE = /design/flow/constraint.sdc
export NUM_CORES = 4
export LEC_CHECK = 1
export CORE_UTILIZATION = 30
==> design/flow/constraint.sdc <==
current_design neurona_capa_1

set clk_period 10.5
set clk_io_pct 0.2

create_clock -name clk0 -period $clk_period [get_ports {clk}]

set non_clock_inputs [all_inputs -no_clocks]
set_input_delay [expr $clk_period * $clk_io_pct] -clock clk0 $non_clock_inputs
set_output_delay [expr $clk_period * $clk_io_pct] -clock clk0 [all_outputs]
==> Changelog: implementation <==
## Implementation

* Setup bufs post-CTS at 0
* Root buf cell: clkbuf_16
* MUX area fraction at 0%
* Count of tool warnings at 25
* Vias per inst at 3.79
* DRT antenna net count at 0
* Init Core Util at 30.6%
* Simple-Gate Area Share at 12.9%
* Slew HR at 52.3%
* Synth Area in XOR/XNOR at 4.61%
* Routed len/inst at 17.1 um
* Gr busiest metal: met2
* Met1 Use GR at 23.8%
* Final TNS setup at 0 ps
* Buffers on Ports at 449
* I/O pin cnt at 450
* Drt pass-1 iters at 4
* Antenna violations before repair at 7
* Max cap viols at 0
* Finished Layout Cells at 2985
* Arr. time, crit path at 7460 ps
* Synth warn at 1
* Worst Max-Slew Pin Slew at 711 ps
* Mean post-synth cell area at 11.8 um2
* Clock latency (worst-skew pair) at 560 ps
* Post-cts gate resize count at 0
* Final period util at 66.9%
* GRT met3 Usage at 5.38%
* Mapped Cells at 1618
* Max H-tree Level at 2
* Critical path capture point: out[7]$_DFF_P_
* Reg2Reg Setup Slack at 3470 ps
* Tmin final at 7030 ps
* Largest net degree at the start of global routing at 14
* R2r startpoint: mul_21[3]$_DFF_P_
* FF+latch count, synth at 400
* GRT Residual Overflow at 0
* Startpoint types: register
* Die width at 254 um
* Final Worst Setup Slack at 3470 ps
* Yosys cell count at 1618
* Placer Congestion at 0.868
* Status: completed
* Post-route DRC violation count at 0
* Cell variety after synth at 11
* First-pass GRT wire length at 76900 um
* F_max at 142 MHz
* Critical Path End Type: register
* R2R depth at 22
* Crit Reg-Reg Endpoint: out[7]$_DFF_P_
* Sink Count at 400
* Worst hold-check path type: register to register
* CTS clk-pin slew, worst paths at 60 ps
* Dominant comb cell: adder cells
* Iteration-0 DRC Markers at 196
* CTS tree: yes
* Total CTS buffers at 45
* Hpwl dp at 44600 um
* Floorplan core area at 62200 um2
* Die Ht at 254 um
* Final hold violations at 0
* Die Size at 64400 um2
* Row count at 91
* Vias in the first global route at 13.2k
* Layout area overhead at 37.1%
* Final Setup Violations at 0
* Fin. max-slew vios at 0
* FA/HA/MAJ Cells, Area Fraction at 32.2%
* Hold Buf Count CTS at 0
* Mapped Area at 19000 um2
* Compound Share, Synth at 0.132%
* Fraction of layout cells with a size suffix above 1 at 3.36%
* Seq share, synth at 42.1%
* CP Max Fanout at 2
* Filler Cells Inserted at 5806
* Critical Path RT at 10940 ps
* Worst setup path startpoint: mul_21[3]$_DFF_P_
* Final WL at 51200 um
* Met2 GRT Util at 27.8%
* Post-synth area from yosys stat at 19000 um2
* Clock Path Buffers at 3
* Placed insts at 2904
* Crit Path Class: register to register
* Setup WS pre-CTS at 3430 ps
* DR vias at 11.3k
* Final Skew at 9.61 ps
* RSZ-0062 raised after global routing: false
* Gr usage total at 17.3%
[cells in the mapped netlist, drive strengths merged]
| cell | count | share of area [%] |
|---|---|---|
| a21o | 2 | 0.079 |
| a21oi | 2 | 0.053 |
| and2 | 392 | 13 |
| dfxtp | 400 | 42 |
| fa | 286 | 30 |
| ha | 32 | 2.1 |
| inv | 408 | 8.1 |
| xnor2 | 82 | 3.8 |
| xnor3 | 2 | 0.24 |
| xor2 | 12 | 0.55 |
[layout by cell type (no fill, tap or decap), drive strengths merged]
| cell type | n |
|---|---|
| a21o | 2 |
| a21oi | 2 |
| and2 | 392 |
| bufinv | 2 |
| clkbuf | 66 |
| clkdlybuf4s50 | 449 |
| clkinv | 6 |
| clkinvlp | 2 |
| dfxtp | 400 |
| diode | 2 |
| fa | 286 |
| ha | 32 |
| inv | 411 |
| xnor2 | 82 |
| xnor3 | 2 |
| xor2 | 12 |
[worst min path at each step]
stage	from	slack [ps]	to	cells past startpoint
after global routing	mul_48[0]$_DFF_P_	1040	out[0]$_DFF_P_	4
final	mul_48[0]$_DFF_P_	970	out[0]$_DFF_P_	4
after CTS	mul_48[0]$_DFF_P_	970	out[0]$_DFF_P_	4
[worst max-delay path, cell delays in order, from the launching register on]
cell and delay (ps):
dfxtp_1 300, inv_1 50, fa_1 530, inv_1 50, fa_1 540, inv_1 70
fa_1 540, inv_1 50, fa_1 480, fa_1 590, fa_1 440, fa_1 460
fa_1 490, inv_1 50, fa_1 480, inv_1 40, ha_1 200, fa_1 460
a21o_1 170, a21oi_1 170, xnor2_1 140, xnor3_1 410, xnor3_1 180
[cell families after synthesis]
logic type               count (synthesis)
AND/OR/NAND/NOR                        392
XOR/XNOR                                96
AND-OR/OR-AND                            4
buffers and inverters                  408
adder cells (fa/ha/maj)                318
flip-flops                             400
[metrics by stage]
stage	utilization, %	instance area [um2]	hold slack (ps)
6_report	41.9	26100	965
2_1_floorplan	-	19000	763
3_3_place_gp	39.5	24600	967
5_1_grt	41.9	26100	1040
3_5_place_dp	39.5	24600	948
4_1_cts	41.9	26100	974
[routing by layer]
layer	vias up	share of wire [%]
met1	5378	41
met5	-	0.086
met2	313	49
met4	6	2.3
li1	5534	-
met3	75	7.5
[layout make-up]
class	count	area, um2	share of cell area (%)
sequential	400	8010	30.7
tap	837	1050	4.02
antenna	2	5.00	0.0192
clock inverter	13	143	0.547
clock buffer	66	1360	5.21
inverter	408	1530	5.88
multi-input combinational	810	9480	36.4
timing repair buffer	449	4490	17.2
